==> flow/design.v <==
`timescale 1ns / 1ps
module elevator_button(
    input wire clk,
    input wire rst_n,
    input wire button_pressed,
    input wire clear,		       
    output reg button_out
    );
   reg	       button_out_next;
    always @(posedge clk or negedge rst_n)
    begin
        if (rst_n == 1'b0) begin
	   button_out <= 1'b0;
        end else begin
           button_out <= button_out_next; 
        end   
    end
    always @(*)
      begin
	 button_out_next = button_out;
	 if ( clear == 1'b1 ) begin
	    button_out_next = 1'b0;
	 end else if (button_pressed == 1'b1) begin
	    button_out_next = 1'b1;
	 end
      end 
endmodule
`timescale 1ns / 1ps
module elevator_fsm(
		    input wire clk,
		    input wire rst_n,
		    input wire floor_one_up_btn,
		    input wire floor_two_up_btn,
		    input wire floor_two_down_btn,
		    input wire floor_three_down_btn,
		    input wire floor_one_btn,
		    input wire floor_two_btn,
		    input wire floor_three_btn,
		    output reg floor_one,
		    output reg floor_two,
		    output reg floor_three,
		    output reg elevator_open
		   );
   reg [2:0]		       state_current;
   reg [2:0]		       state_next;
   wire floor_one_up_btn_internal;
   wire floor_two_up_btn_internal;
   wire floor_two_down_btn_internal;
   wire floor_three_down_btn_internal;
   wire floor_one_btn_internal;
   wire floor_two_btn_internal;
   wire floor_three_btn_internal;
   reg			       button_pressed;
   reg			       floor_one_up_clear;
   reg			       floor_two_up_clear;
   reg			       floor_two_down_clear;
   reg			       floor_three_down_clear;
   reg			       floor_one_clear;
   reg			       floor_two_clear;
   reg			       floor_three_clear;
   parameter [2:0]	       S0_IDLE = 3'b000;
   parameter [2:0]	       S1_GOING_UP = 3'b001;
   parameter [2:0]	       S2_GOING_DOWN = 3'b010;
   parameter [2:0]	       S3_FLOOR_ONE = 3'b011;
   parameter [2:0]	       S4_FLOOR_TWO = 3'b100;
   parameter [2:0]	       S5_FLOOR_THREE = 3'b101;
   elevator_button floor_one_button (
				     .clk(clk), 
				     .rst_n(rst_n), 
				     .button_pressed(floor_one_btn), 
				     .clear(floor_one_clear), 
				     .button_out(floor_one_btn_internal)
				     );
   elevator_button floor_two_button (
				     .clk(clk), 
				     .rst_n(rst_n), 
				     .button_pressed(floor_two_btn), 
				     .clear(floor_two_clear), 
				     .button_out(floor_two_btn_internal)
				     );
   elevator_button floor_three_button (
				       .clk(clk), 
				       .rst_n(rst_n), 
				       .button_pressed(floor_three_btn), 
				       .clear(floor_three_clear), 
				       .button_out(floor_three_btn_internal)
				       );
   elevator_button floor_one_up_button (
					.clk(clk), 
					.rst_n(rst_n), 
					.button_pressed(floor_one_up_btn), 
					.clear(floor_one_up_clear), 
					.button_out(floor_one_up_btn_internal)
					);
   elevator_button floor_two_up_button (
					.clk(clk), 
					.rst_n(rst_n), 
					.button_pressed(floor_two_up_btn), 
					.clear(floor_two_up_clear), 
					.button_out(floor_two_up_btn_internal)
					);
   elevator_button floor_two_down_button (
					  .clk(clk), 
					  .rst_n(rst_n), 
					  .button_pressed(floor_two_down_btn), 
					  .clear(floor_two_down_clear), 
					  .button_out(floor_two_down_btn_internal)
					  );
   elevator_button floor_three_down_button (
					    .clk(clk), 
					    .rst_n(rst_n), 
					    .button_pressed(floor_three_down_btn), 
					    .clear(floor_three_down_clear), 
					    .button_out(floor_three_down_btn_internal)
					    );
   always @(posedge clk or negedge rst_n)
     begin
	if(rst_n == 1'b0)begin
	   state_current <= S0_IDLE;
	end else begin
	   state_current <= state_next;
	end
     end
   always @(*)
     begin
	state_next = state_current;
	button_pressed = 1'b0;
	if(floor_one_btn_internal == 1'b1 | floor_two_btn_internal == 1'b1 | floor_three_btn_internal == 1'b1 | floor_one_up_btn_internal == 1'b1 | floor_two_up_btn_internal == 1'b1 | floor_two_down_btn_internal == 1'b1 | floor_three_down_btn_internal == 1'b1)begin
		button_pressed = 1'b1;
	end
	case(state_current)
	  S0_IDLE: begin
	     if (button_pressed == 1'b1) begin
		if(floor_one_up_btn_internal == 1'b1)begin
		   state_next = S3_FLOOR_ONE;
		end else if (floor_two_up_btn_internal == 1'b1)begin
		   state_next = S4_FLOOR_TWO;
		end else if (floor_two_down_btn_internal == 1'b1)begin
		   state_next = S4_FLOOR_TWO;
		end else if (floor_three_down_btn_internal == 1'b1)begin
		   state_next = S5_FLOOR_THREE;
		end
	     end else begin
		   state_next = S0_IDLE;
	     end
	  end  
	  S1_GOING_UP: begin
	     if(floor_two_up_btn_internal == 1'b1)begin
		state_next = S4_FLOOR_TWO;
	     end else if(floor_two_down_btn_internal == 1'b1)begin
		state_next = S4_FLOOR_TWO;
	     end else if(floor_three_down_btn_internal == 1'b1)begin
		state_next = S5_FLOOR_THREE;
	     end else if(floor_two_btn_internal == 1'b1)begin
		state_next = S4_FLOOR_TWO;
	     end else if(floor_three_btn_internal == 1'b1)begin
		state_next = S5_FLOOR_THREE;
	     end
	  end
	  S2_GOING_DOWN: begin
	     if(floor_one_up_btn_internal == 1'b1)begin
		state_next = S3_FLOOR_ONE;
	     end else if(floor_two_up_btn_internal == 1'b1)begin
		state_next = S4_FLOOR_TWO;
	     end else if(floor_two_down_btn_internal == 1'b1)begin
		state_next = S4_FLOOR_TWO;
	     end else if(floor_one_btn_internal == 1'b1)begin
		state_next = S3_FLOOR_ONE;
	     end else if(floor_two_btn_internal == 1'b1)begin
		state_next = S4_FLOOR_TWO;
	     end
	  end
	  S3_FLOOR_ONE: begin
	     if(button_pressed == 1'b0)begin
		state_next = S0_IDLE;
	     end else if(floor_two_up_btn_internal == 1'b1)begin
		state_next = S1_GOING_UP;
	     end else if(floor_two_down_btn_internal == 1'b1)begin
		state_next = S1_GOING_UP;
	     end else if(floor_three_down_btn_internal == 1'b1)begin
		state_next = S1_GOING_UP;
	     end else if(floor_two_btn_internal == 1'b1)begin
		state_next = S1_GOING_UP;
	     end else if(floor_three_btn_internal == 1'b1)begin
		state_next = S1_GOING_UP;
	     end
	  end
	  S4_FLOOR_TWO: begin
	     if(button_pressed == 1'b0)begin
		state_next = S0_IDLE;
	     end else if(floor_one_up_btn_internal == 1'b1)begin
		state_next = S2_GOING_DOWN;
	     end else if(floor_three_down_btn_internal == 1'b1)begin
		state_next = S1_GOING_UP;
	     end else if(floor_one_btn_internal == 1'b1)begin
		state_next = S2_GOING_DOWN;
	     end else if(floor_three_btn_internal == 1'b1)begin
		state_next = S1_GOING_UP;
	     end
	  end
	  S5_FLOOR_THREE: begin
	     if(button_pressed == 1'b0)begin
		state_next = S0_IDLE;
	     end else if(floor_one_up_btn_internal == 1'b1)begin
		state_next = S2_GOING_DOWN;
	     end else if(floor_two_up_btn_internal == 1'b1)begin
		state_next = S2_GOING_DOWN;
	     end else if(floor_two_down_btn_internal == 1'b1)begin
		state_next = S2_GOING_DOWN;
	     end else if(floor_one_btn_internal == 1'b1)begin
		state_next = S2_GOING_DOWN;
	     end else if(floor_two_btn_internal == 1'b1)begin
		state_next = S2_GOING_DOWN;
	     end
	  end  
	  default: begin
	      if(button_pressed == 1'b1) begin
		if(floor_one_up_btn_internal == 1'b1) begin
		   state_next = S3_FLOOR_ONE;
		end else if (floor_two_up_btn_internal == 1'b1) begin
		   state_next = S4_FLOOR_TWO;
		end else if (floor_two_down_btn_internal == 1'b1) begin
		   state_next = S4_FLOOR_TWO;
		end else if (floor_three_down_btn_internal == 1'b1) begin
		   state_next = S5_FLOOR_THREE;
		end
	      end else begin
		   state_next = S0_IDLE;
	      end
	  end
	endcase 
     end
   always @(*)
     begin
	floor_one = 1'b0;
	floor_two = 1'b0;
	floor_three = 1'b0;
	elevator_open = 1'b0;
	floor_one_clear = 1'b0;
	floor_two_clear = 1'b0;
	floor_three_clear = 1'b0;
	floor_one_up_clear = 1'b0;
	floor_two_up_clear = 1'b0;
	floor_two_down_clear = 1'b0;
	floor_three_down_clear = 1'b0;
	case(state_current)
	  S1_GOING_UP: begin
	     elevator_open = 1'b0;
	  end
	  S2_GOING_DOWN: begin
	     elevator_open = 1'b0;
	  end
	  S3_FLOOR_ONE: begin
	     floor_one = 1'b1;
	     if(floor_one_btn_internal == 1'b1)begin
		elevator_open = 1'b1;
		floor_one_clear = 1'b1;
	     end else if(floor_one_up_btn_internal == 1'b1)begin
		elevator_open = 1'b1;
		floor_one_up_clear = 1'b1;
	     end
	  end
	  S4_FLOOR_TWO: begin
	     floor_two = 1'b1;
	     if(floor_two_btn_internal == 1'b1)begin
		elevator_open = 1'b1;
		floor_two_clear = 1'b1;
	     end else if(floor_two_up_btn_internal == 1'b1)begin
		elevator_open = 1'b1;
		floor_two_up_clear = 1'b1;
	     end else if(floor_two_down_btn_internal == 1'b1)begin
		elevator_open = 1'b1;
		floor_two_down_clear = 1'b1;
	     end
	  end  
	  S5_FLOOR_THREE: begin
	     floor_three = 1'b1;
	     if(floor_three_btn_internal == 1'b1)begin
		elevator_open = 1'b1;
		floor_three_clear = 1'b1;
	     end else if(floor_three_down_btn_internal == 1'b1)begin
		elevator_open = 1'b1;
		floor_three_down_clear = 1'b1;
	     end
	  end
	  default: begin
	     floor_one = 1'b1;
	     if(floor_one_btn_internal == 1'b1)begin
		elevator_open = 1'b1;
		floor_one_clear = 1'b1;
	     end else if(floor_one_up_btn_internal == 1'b1)begin
		elevator_open = 1'b1;
		floor_one_up_clear = 1'b1;
	     end
	  end  
	endcase
     end  
endmodule  
==> flow/run.sh <==
#!/bin/bash
# OpenROAD 26Q1-2900-gdf79404cd8, Yosys 0.63+post, stock flow scripts
make -C /OpenROAD-flow-scripts/flow DESIGN_CONFIG=/design/flow/config.mk WORK_HOME=/design/flow/orfs finish
==> flow/config.mk <==
export PLATFORM = sky130hd
export DESIGN_NAME = elevator_fsm
export DESIGN_NICKNAME = elevator_fsm
export VERILOG_FILES = /design/flow/design.v
export SDC_FILE = /design/flow/constraint.sdc
export NUM_CORES = 4
export LEC_CHECK = 1
export CORE_AREA = 10 10 80 80
export DIE_AREA = 0 0 90 90
==> flow/constraint.sdc <==
current_design elevator_fsm

set clk_period 1.6
set clk_io_pct 0.2

create_clock -name clk0 -period $clk_period [get_ports {clk}]

set non_clock_inputs [all_inputs -no_clocks]
set_input_delay [expr $clk_period * $clk_io_pct] -clock clk0 $non_clock_inputs
set_output_delay [expr $clk_period * $clk_io_pct] -clock clk0 [all_outputs]
==> ci_impl_report.md <==
### Yosys + OpenROAD results

| Metric | Value |
|---|---|
| VDD IR-drop max | 0.244 mV |
| RSZ-0062 raised after global routing | true |
| CTS clock-pin slew for the worst setup and hold paths | 60 ps |
| Yosys warning tally | 2 |
| Remaining global-route overflow | 0 |
| I/O Pins | 13 |
| Drc violations | 0 |
| Worst Path Arrival | 1260 ps |
| Synthesized area | 722 um2 |
| Peak Freq | 632 MHz |
| Final Cycle Share | 98.9% |
| Status | completed |
| Initial drt markers | 71 |
| Worst setup SP type | flip-flop |
| Synth cell types | 31 |
| # H-tree levels | 1 |
| Layout cells sized above 1 | 21.5% |
| Antenna violations before repair | 0 |
| Top-area cell share | 41.6% |
| Row cnt | 25 |
| CP endpoint kind | output pin |
| Tool Warnings | 27 |
| Pre-antenna DRT Iters | 4 |
| Layout Skew | 1.45 ps |
| TritonCTS Buffers | 3 |
| Synth flops | 13 |
| IO Port Bufs | 12 |
| CTS tree | yes |
| Core area | 4720 um2 |
| Synth Instances | 82 |
| Crit path required time | 1280 ps |
| Clk root buf | clkbuf_8 |
| DRT Wirelength | 2100 um |
| Wire per inst | 12.1 um |
| Crit path max-delay family | simple AND/OR/NAND/NOR gates |
| Hold Path Class | primary input to asynchronous set/reset pin |
| Vias per cell | 4.21 |
| Maxcap violations | 0 |
| Critical path's slowest cell | or3_4 |
| RD Place Congestion | 0.923 |
| Die ar. | 8100 um2 |
| Vias in the first global route | 722 |
| Die Ht | 90 um |
| Layout overhead on the synthesized area | 44.5% |
| Antenna Cells | 0 |
| Vias | 732 |
| Longest Clk Path Bufs | 2 |
| Clk latency late pin | 240 ps |
| Leak | 0.419 nW |
| Cells along the critical path | or3_4, nand2_1, nand3_1, buf_2 |
| Fp util | 15.3% |
| Fill count | 510 |
| # setup viols final | 0 |
| Crit path kind | flip-flop to output pin |
| Final ANT Viol Nets | 0 |
| Die Wd | 90 um |
| Tmin final | 1580 ps |
| Max incr delay on CP | 390 ps |
| First-pass GRT wire length | 3610 um |
| Setup_tns | 0 ps |
| Hold-fix buffers at CTS | 0 |
| Crit Path Max Fanout | 2 |
| PD cells | 872 nW/um2 |
| Max-slew violation count | 0 |
| Yosys stat chip area | 722 um2 |
| Avg Cell Area, Syn | 8.80 um2 |
| Overall Power | 0.000910 W |
| Post-synth seq share | 45.2% |
| Clock sink count | 13 |
| Overall routing resource usage | 5.22% |
| Top cells, area | dfrtp_1 (42%), o21ai_0 (4.2%), nor2_1 (4.2%), dfstp_2 (3.6%), a32oi_1 (3.6%) |
| Final HPWL DP | 1560 um |
| Ys cells | 82 |
| Top cell type by total area after synthesis | dfrtp_1 |
| Headroom to the max-slew limit | 71.0% |
| Worst-margin pin slew | 430 ps |
| WP buf/inv | 1 |
| Hold Vio Cnt, Final | 0 |
| Largest net degree at the start of global routing | 14 |
synth_stat cells:
library cell,count
nor2b_1,2
o211ai_1,1
o32ai_1,1
o21ai_0,6
nand4_1,1
nor3_1,3
a31oi_1,4
a32oi_1,3
a21oi_1,5
o22ai_1,2
clkbuf_1,3
and3_1,1
nand2b_1,2
or3_4,1
nand3_1,3
dfrtp_1,12
or3_1,3
nand2_1,4
nor4b_1,1
inv_1,6
o211a_1,1
nor4_1,1
dfstp_2,1
buf_2,1
nor3b_1,1
a22oi_1,1
or4_1,1
nor2_1,8
o31ai_1,1
buf_6,1
nor4_2,1
placed cells by master (no fill, tap or decap), types with 3 or more instances in the layout:
| master | count |
|---|---|
| buf_4 | 14 |
| a32oi_1 | 3 |
| nand3_1 | 3 |
| nor2_1 | 8 |
| nor3_1 | 3 |
| nand2_1 | 4 |
| o21ai_0 | 5 |
| clkdlybuf4s50_1 | 10 |
| clkbuf_8 | 3 |
| a31oi_1 | 4 |
| dfrtp_1 | 12 |
| inv_1 | 6 |
| a21oi_1 | 5 |
per-stage QoR:
| step | instances | hold slack [ps] | setup WS (ps) | utilization, % | cell area [um2] |
|---|---|---|---|---|---|
| finish | 174 | 380 | 17.7 | 22.1 | 1040 |
| global route | 174 | 404 | -66.0 | 22.1 | 1040 |
| CTS | 174 | 391 | -3.65 | 22.1 | 1040 |
| detailed placement | 169 | 538 | -86.8 | 21.1 | 996 |
| global placement | 169 | 541 | -72.5 | 21.1 | 996 |
| floorplan | 82 | 24.4 | 209 | - | 722 |
sequential cells by signal, summed over array words and instances (netlist names):
signal / flops
state_current: 6
floor_three_button.button_out: 1
floor_two_button.button_out: 1
floor_two_down_button.button_out: 1
floor_one_button.button_out: 1
floor_two_up_button.button_out: 1
floor_three_down_button.button_out: 1
floor_one_up_button.button_out: 1
path summary, 6_finish.rpt:
check / startpoint / end / slack (ps) / depth (start not counted)
setup / recovery: floor_two_up_button.button_out$_DFFE_PN0P_ / elevator_open / 20 / 4
hold reg to reg: state_current[0]$_DFF_PN1_ / state_current[0]$_DFF_PN1_ / 540 / 2
max in group asynchronous: rst_n / state_current[0]$_DFF_PN1_ / 980 / 2
hold / removal: rst_n / floor_two_down_button.button_out$_DFFE_PN0P_ / 380 / 2
min in group clk0: state_current[0]$_DFF_PN1_ / state_current[0]$_DFF_PN1_ / 540 / 2
setup reg to reg: floor_two_up_button.button_out$_DFFE_PN0P_ / state_current[2]$_DFF_PN0_ / 130 / 4
layout make-up:
cell class	instances	area, um2	area share (%)
Multi-Input combinational cell	58	350	33.6
Sequential cell	13	327	31.3
Timing Repair Buffer	26	215	20.6
Clock buffer	4	45.0	4.32
Tap cell	67	83.8	8.03
Inverter	6	22.5	2.16
metal layers:
metal	share of wire, %	track usage [%]
met1	44	6.86
met2	48	8.47
met3	6.3	1.42
met4	1.7	0.928
met5	0	0
where the power goes:
part           switching [W]  total, W  internal, W
combinational       0.000121  0.000224     0.000103
sequential         0.0000304  0.000385     0.000355
clock               0.000124  0.000301     0.000176
total               0.000276  0.000910     0.000634
cells by family after synthesis:
logic type / Yosys count / synth area share [%]
AND-OR/OR-AND: 25 / 22.2
AND/OR/NAND/NOR: 33 / 25.7
buffers and inverters: 11 / 6.93
flip-flops: 13 / 45.2
repair_timing:
| action | in CTS | in global routing |
|---|---|---|
| setup buffers | 1 | 0 |
| pin swaps | 4 | 2 |
| setup endpoints to repair | 2 | 3 |
| gates resized | 8 | 0 |
No activity file was given, so power comes from the tool's default toggle rates.
